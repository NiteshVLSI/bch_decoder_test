==> /design/flow/design.v <==
`timescale 1ns / 1ps
module sampledec(received,clk,start,ctrl,corrected,decodedOp,nerr);
	 input [14:0] received;
    input clk;
    input start;
	 input ctrl;
    output[7:0]corrected;
	 output[1:0]nerr;
	 output[14:0]decodedOp;
    reg [7:0]corrected;  
    reg [1:0]nerr;
	 reg [14:0]decodedOp;
    reg[14:0]out;
    reg[14:0]temp;
	 reg[3:0]temp1,temp2,temp3,temp4,temp5;
	 reg[3:0]s1,s2,s3,s4;
	 reg[3:0]e1,e2;
	 reg[3:0]b,c,sum;
	 reg dout,eout;
    integer k,l,m,n,p;
	 always@(posedge clk)
	 begin
    if(start)
	 begin
	 temp=received;out=0;
	 b=0;c=0;sum=0;
	 s1=0;s2=0;s3=0;s4=0;
	 temp1=0;temp2=0;temp3=0;temp4=0;temp5=0;
	 e1=0;e2=0;
	 nerr=2'b00;
	 k=0;l=0;m=0;p=0;n=15;
	 end
	 else 
	 begin
	 p=p+1;
if(p<16)
begin 
	 dout=temp[0];
	 temp={temp[0],temp[14:1]};
	 b={b[0]^dout,b[0]^b[3],b[2],b[1]};
	 s1={b[3],b[2],b[1],b[0]};
	 s2={b[3]^b[1],b[1],b[2]^b[0],b[0]};
	 s4={b[3]^b[2]^b[1]^b[0],b[2]^b[0],b[1]^b[0],b[0]};
	 c={c[0]^dout,c[0]^c[3],c[2]^c[0],c[1]^c[0]};
	 s3={c[3],c[0],c[1],c[0]^c[1]^c[2]};
end
else if(p==16) 
begin
	 e1=s1;
	 temp1=mul2no(s1,s1);
	 temp2=mul2no(temp1,s1);
	 temp3=mul2no(temp2,temp2);
	 temp4=mul2no(temp3,temp3);
	 temp5=mul2no(temp4,temp1);
    sum=add(s3,temp2);
	 e2=mul2no(temp5,sum);
end
else if(p>16 && p<32) 
begin
    k=k+1;
	 eout=~((e1[0]^e2[0])|(e1[1]^e2[1])|(e1[2]^e2[2])|(e1[3]^e2[3]^1));
    e1={e1[0],e1[0]^e1[3],e1[2],e1[1]};
	 e2={e2[1],e2[0]^e2[1],e2[3]^e2[0],e2[2]};
	 if(eout)
	 begin 
	 nerr=nerr+2'b01;
	 l=k-1;
	 m=n-l;
	 if(m==15)
	 begin
	 temp[14]=~temp[14];
	 end
	 else 
	 begin
	 temp[14-m]=~temp[14-m];
	 out=temp;
	 end
	 end
	 else
	 out=temp;
end
       else if(p==32)
begin
out=temp;
case(ctrl)
1'd0:corrected=out[6:0];  
1'd1:corrected=out[14:7]; 
endcase
p=31;
decodedOp=out;
end
end
end
function[3:0]mul2no;
input [3:0]in1;
input [3:0]in2;
reg r1,r2,r3,r4;
begin
    r1=((in1[3]&in2[3])^(in1[2]&in2[0])^(in1[1]&in2[1])^(in1[0]&in2[2]));
    r2=((in1[3]&in2[2])^(in1[2]&in2[3])^(in1[2]&in2[0])^(in1[1]&in2[1])^(in1[1]&in2[0])^(in1[0]&in2[2])^(in1[0]&in2[1]));
    r3=((in1[3]&in2[1])^(in1[2]&in2[2])^(in1[1]&in2[3])^(in1[1]&in2[0])^(in1[0]&in2[1])^(in1[0]&in2[0]));
    r4=((in1[3]&in2[0])^(in1[2]&in2[1])^(in1[1]&in2[2])^(in1[0]&in2[3])^(in1[0]&in2[0]));
    mul2no={r1,r2,r3,r4};
end
endfunction
function [3:0]add;
input [3:0]in1;
input [3:0]in2;
begin
add={in1[3]^in2[3],in1[2]^in2[2],in1[1]^in2[1],in1[0]^in2[0]};	 
end
endfunction
endmodule
==> /design/flow/run.sh <==
#!/bin/bash
# OpenROAD 26Q1-2900-gdf79404cd8, Yosys 0.63+post, stock flow scripts
make -C /OpenROAD-flow-scripts/flow DESIGN_CONFIG=/design/flow/config.mk WORK_HOME=/design/flow/orfs finish
==> /design/flow/config.mk <==
export PLATFORM = sky130hd
export DESIGN_NAME = sampledec
export DESIGN_NICKNAME = sampledec
export VERILOG_FILES = /design/flow/design.v
export SDC_FILE = /design/flow/constraint.sdc
export NUM_CORES = 4
export LEC_CHECK = 1
export CORE_UTILIZATION = 40
==> /design/flow/constraint.sdc <==
current_design sampledec

set clk_period 9.9
set clk_io_pct 0.2

create_clock -name clk0 -period $clk_period [get_ports {clk}]

set non_clock_inputs [all_inputs -no_clocks]
set_input_delay [expr $clk_period * $clk_io_pct] -clock clk0 $non_clock_inputs
set_output_delay [expr $clk_period * $clk_io_pct] -clock clk0 [all_outputs]
==> impl_metrics.json <==
{
  "status": "finished clean",
  "ys_cells": 1532,
  "ir_drop_uv": 111,
  "fin_crit_ns": 7.45,
  "clock_latency_ns": 0.43,
  "cp.required_ns": 10.08,
  "critPathArrivalTime_ns": 7.63,
  "min_path_type": "reg -> reg",
  "core_mm2": 0.0287,
  "ys_top_cells_by_area": "dfxtp_1 (14%), xnor2_1 (11%), edfxtp_1 (9.8%), nor2_1 (6.2%), xor2_1 (5.6%)",
  "tightest_slew_ns": 0.870,
  "routed_wl_um": 30600,
  "ys_async_sr_fraction": 0,
  "top_cell": "nor2_1",
  "synthToLayoutAreaGrowth_pct": 11.3,
  "grt_pass1_vias": 10309,
  "cts_resized": 0,
  "cp-start-kind": "flop",
  "row_count": 62,
  "post_cts_buffers": 0,
  "layout-drive-gt1-share": 0.0685,
  "powerDensity_mw_per_mm2": 109,
  "routabilityCongestion": 0.927,
  "ctsHoldBuffers": 0,
  "timing.hold.ws_ns": 0.500,
  "drv_cap": 0,
  "synth_area_per_cell_um2": 7.60,
  "synthTopCellsByCount": "nor2_1 (192), nand2_1 (150), xnor2_1 (143)",
  "dr.first_iter.drc_count": 738,
  "grt_overflow": 0,
  "via_per_inst": 5.74,
  "ys_chip_area_mm2": 0.0116,
  "warnings": 33,
  "cts_buffers": 17,
  "yosysTopAreaCell": "dfxtp_1",
  "min_period_over_period": 0.752,
  "diodes": 0,
  "track_usage": 0.212,
  "synthesis.area_mm2": 0.0116,
  "cts-root-buf": "clkbuf_16",
  "worstSetupEndpointType": "flop",
  "fin_tns_setup_ns": 0,
  "ys.flop_type": "dfxtp_1",
  "chipWidth_um": 173,
  "postRouteAntennaNets": 0,
  "slew_headroom": 0.416,
  "timing.fmax_mhz": 134,
  "initial_core_util": 0.406,
  "route.detailed.drc": 0,
  "utilization": 0.451,
  "worstPathMaxFanout": 22,
  "io_buffer_count": 42,
  "antenna_found_initial": 0,
  "wl_per_cell_um": 16.0,
  "timing_hold_violations_final": 0,
  "vias": 11003,
  "ys_types": 91,
  "dieHeight_um": 173,
  "htree_levels": 4,
  "edf_count": 38,
  "leakagePower_nw": 4.51,
  "rsz0062_at_grt": "false",
  "cts_buffer_depth": 2,
  "top_cell_area_share": 0.143,
  "io_pins": 43,
  "cts.sinks": 121,
  "timing.final.max_slew_violations": 0,
  "ys_ff": 121,
  "netlist_instances": 1532,
  "clock_skew_ns": 0.0242,
  "dp_hpwl_um": 23000,
  "cts_tree": "done",
  "worstSetupPathType": "reg -> reg",
  "dr.pass1.iters": 6,
  "die-area_mm2": 0.0298,
  "finalSetupViolations": 0,
  "ys_warn_count": 1,
  "fillCellCount": 2835,
  "postSynthSeqShare": 0.241,
  "grt_first_pass_wirelength_um": 51400,
  "clk_pin_slew_worst_paths_ns": 0.06,
  "grt_start_max_net_pins": 66
}
## cell families (layout without fill, tap and decap cells)
kind of cell	count (synthesis)	count (layout)	share of synthesized area
mux	32	32	0.0328
flops	121	121	0.241
buf+inv	112	112	0.0404
fa+ha+maj	14	14	0.0150
compound gates	287	287	0.173
simple gates	748	748	0.333
xor+xnor	218	218	0.165
## where the power goes
group | internal (W) | switching [W]
Combinational | 0.0000739 | 0.0000889
Clock | 0.000462 | 0.000234
Sequential | 0.000528 | 0.0000237
## placed cells by master, fill, tap and decap left out, drive strengths merged, types with 18 or more instances in the layout
cell type	netlist	final
a211oi	24	24
dfxtp	83	83
clkbuf	66	18
and3	24	24
edfxtp	38	38
nand4	41	41
nor3	61	61
or3	30	30
o211ai	18	18
xor2	74	74
mux2i	19	19
o21ai	63	63
and2	25	25
nor2	192	192
nor4	48	48
nand2	150	150
a21oi	60	60
buf	28	21
xnor2	143	143
nand3	76	76
inv	18	21
clkdlybuf4s50	0	41
## per-stage QoR
step	power (W)	setup WS, ns	cells	cell area (µm²)
2_1_floorplan	0.000685	3.37	1532	11600
3_3_place_gp	0.000724	2.67	1884	12300
6_report	0.00141	2.45	1916	13000
5_1_grt	0.00147	1.76	1916	13000
4_1_cts	0.00143	2.56	1916	13000
3_5_place_dp	0.000725	2.61	1884	12300
## area by class of cell
type	instances	area, µm²	share of cell area
well taps	384	480	0.0371
multi-input cells	1299	8380	0.646
inverters	18	67.6	0.00521
repair buffers	62	566	0.0436
flip-flops and latches	121	2800	0.216
clock inverters	14	216	0.0167
clock buffers	18	450	0.0348
## critical path, stage by stage, from the launching register on
cell	delay (ns)
dfxtp_1	0.30
buf_4	0.25
ha_1	0.51
nand3_2	0.31
nor4_4	0.70
nor3_1	0.17
o21ai_0	0.53
nor3_1	0.17
xor2_1	0.61
and4b_1	0.33
mux2_2	0.40
or3_1	0.41
nand2b_1	0.23
o311ai_0	0.37
o211ai_1	0.30
nor3_2	0.76
nand4_1	0.22
o211a_1	0.26
or3_1	0.34
## registers in the layout, indices dropped and copies added (netlist names)
name	cells
decodedOp	15
e1	4
b	4
e2	4
s3	1
p	32
k	32
corrected	8
temp	15
nerr	2
c	4
## routing by layer
metal  global-route usage  vias to the layer above  share of wire
met3               0.0321                       42          0.055
met5                    0                        -              0
met1                0.301                     5080           0.46
li1                     -                     5578              -
met4               0.0402                        0          0.018
met2                0.350                      303           0.47
## final timing paths
kind / slack (ns) / cells past startpoint / start / to
hold / removal: 0.50 / 1 / p[0] / p[0]
setup / recovery: 2.45 / 18 / k[0] / temp[11]
setup reg to reg: 2.45 / 18 / k[0] / temp[11]
hold reg to reg: 0.50 / 1 / p[0] / p[0]
Power is estimated from default activity; no workload was simulated.
